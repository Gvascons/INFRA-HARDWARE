File: run.sh
#!/bin/bash
# OpenROAD 26Q1-2900-gdf79404cd8, Yosys 0.63+post, stock flow scripts
make -C /OpenROAD-flow-scripts/flow DESIGN_CONFIG=/design/flow/config.mk WORK_HOME=/design/flow/orfs finish
File: config.mk
export PLATFORM = sky130hd
export DESIGN_NAME = mux_4in
export DESIGN_NICKNAME = mux_4in
export VERILOG_FILES = /design/flow/design.v
export SDC_FILE = /design/flow/constraint.sdc
export NUM_CORES = 4
export LEC_CHECK = 1
export CORE_AREA = 10 10 131 131
export DIE_AREA = 0 0 141 141
File: constraint.sdc
current_design mux_4in

set clk_period 1.1
set clk_io_pct 0.2

create_clock -name clk0 -period $clk_period

set non_clock_inputs [all_inputs -no_clocks]
set_input_delay [expr $clk_period * $clk_io_pct] -clock clk0 $non_clock_inputs
set_output_delay [expr $clk_period * $clk_io_pct] -clock clk0 [all_outputs]
File: design.v
module mux_4in
	(output logic [64-1:0] f_4in,
	input logic [64-1:0] MuxB_a,MuxB_b,MuxB_c,MuxB_d,
	input logic [1:0]SelMux4);
always_comb
begin
    	case(SelMux4) 
		0: begin
		f_4in=MuxB_a;
		end 
		1: begin
		f_4in=MuxB_b;
		end 
		2: begin
		f_4in=MuxB_c;
		end 
		3: begin
 		f_4in=MuxB_d;
		end 
	endcase 
end
endmodule
==> reports/qor.yml <==
min_period_ns: 1.448
num_vias: 2432
grt_pass1_wl_um: 19370
warning_count: 35
dp_hpwl_um: 11800
crit_fanout: 8
rsz0062_at_grt: "true"
drt-vias-per-instance: 4.136
die_y_um: 141
coreArea_um2: 14420
maxCapViolations: 0
max_freq_ghz: 0.6907
finalSetupViolations: 64
critPathBufInv: 4
worst-setup-path-type: "in2out"
total_power_mw: 1.569
ant_nets: 0
crit_path_frequent_cell: "buf_16"
fin_cells: 588
rows: 44
ios: 322
layout-drive-gt1-share_pct: 36.48
cp_slowest_cell: "mux4_2"
flop_area_um2: 0
yosys-stat-cells: 78
hold_class: "in2out"
critPathCaptureType: "primary output"
mi_logic_area_um2: 1441
antenna_found_initial: 2
flops: 0
initCoreUtil_pct: 11.25
drc: 0
clock_buffers: 0
yosys_warnings: 1
p_leak_nw: 2.223
worstPathArrival_ns: 1.23
crit_family: "buffers and inverters"
port-buffer-count: 322
routedWlPerCell_um: 23.16
min_period_over_period_pct: 131.6
layout-area-overhead-vs-synth_pct: 188.5
overflow: 0
dpl.cell_count: 578
drtPass1Iterations: 4
place_congestion: 0.9238
die_area_um2: 19880
synth_area_per_cell_um2: 20.81
synth_seq_share_pct: 0
finalHoldViolCount: 0
finalWorstSetupSlack_ns: -0.3478
outcome: "finished with violations"
path_cells: "buf_16 > buf_16 > buf_12 > mux4_2 > buf_2"
grt_max_degree: 34
tightest_slew_ns: 0.2033
ys_chip_area_um2: 1623
yosysUniqueCellTypes: 6
vdd_drop_max_mv: 0.09127
die_w_um: 141
slew_headroom_pct: 86.45
p_per_area_nw_per_um2: 335.1
grt_pass1_vias: 2826
violations: "setup timing"
required_ns: 0.88
maxSlewViolCount: 0
wl_um: 13620
synthCells: 78
grtUsageTotal_pct: 13.00
synth_area_um2: 1623
cp-start-kind: "primary input"
cpPeakStageDelay_ns: 0.47
fillCellCount: 1559
dr.first_iter.drc_count: 50
dp_slack_ns: -0.8147
## report_power, final
part            total (mW)  switching [mW]  leakage [nW]  internal, mW
Clock          0.000000122               0    0.00000634   0.000000121
Sequential               0               0             0             0
Combinational         1.57           0.428          2.22          1.14
Total                 1.57           0.428          2.22          1.14
## what timing repair did
action,in CTS,in global routing
endpoints found under the setup margin,64,64
resized,495,4
hold buffers,0,0
gates cloned,7,0
setup buffers,4,0
## metrics by stage
| stage | hold slack [ns] | utilization (%) | setup TNS [ns] | instance area (um2) |
|---|---|---|---|---|
| after detailed placement | 1.417 | 34.75 | -43.45 | 5012 |
| after global routing | 0.9025 | 32.44 | -18.24 | 4679 |
| after floorplan | 0.5992 | - | -4.422 | 1632 |
| after global placement | 1.417 | 34.75 | -43.55 | 5012 |
| final | 0.8832 | 32.46 | -15.80 | 4682 |
| after CTS | 0.9243 | 32.71 | -17.97 | 4718 |
## layer usage
layer	wire length (um)	part of all wire [%]	vias to the layer above	GRT usage [%]
li1	-	-	1065	-
met1	4869	36	1177	14.82
met3	1584	12	6	5.523
met4	32	0.23	2	0.3261
met2	7120	52	182	23.33
met5	13	0.095	-	0
## cell families (layout without fill, tap and decap cells)
kind of cell / after synthesis / in the layout / synth area share, %
multiplexers: 64 / 64 / 89.75
other: 0 / 1 / 0
buffers and inverters: 14 / 339 / 10.25
## final timing paths
path | start | endpoint | slack [ns] | cells after the start
worst max-delay path | SelMux4[0] | f_4in[2] | -0.35 | 5
worst min-delay path | MuxB_c[61] | f_4in[61] | 0.88 | 3
## area by class of cell
class	count	share of cell area, %
Timing Repair Buffer	339	64.24
Multi-Input combinational cell	64	30.79
Antenna cell	1	0.05345
Tap cell	184	4.917
## cells in the mapped netlist, drive strengths merged
library cell  number  area [um2]
mux4              64        1456
buf               13       161.4
clkbuf             1       5.000
## cells in the final DEF, fill, tap and decap left out, drive strengths merged
master | synthesis | layout
dlymetal6s2s | 0 | 2
buf | 13 | 83
diode | 0 | 1
dlygate4sd2 | 0 | 254
mux4 | 64 | 64
No activity file was given, so power comes from the tool's default toggle rates.
