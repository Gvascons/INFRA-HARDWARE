File: ./design.v
module Deslocamento
        (input logic [63:0]In, 
         input [5:0]Num,  
         input logic [1:0]Shift,
         output logic [63:0]Out);
	always_comb begin
		case(Shift)
	  		2'b00: begin
				Out = In << Num;
	  		end
	  		2'b01: begin
	     			Out = In >> Num;  
	  		end
	  		2'b10: begin
	     			Out = In >>> Num;
	  		end
	  		2'b11: begin
	     			Out = In;
	  		end
        	endcase 
	end
endmodule
File: ./run.sh
#!/bin/bash
# OpenROAD 26Q1-2900-gdf79404cd8, Yosys 0.63+post, stock flow scripts
make -C /OpenROAD-flow-scripts/flow DESIGN_CONFIG=/design/flow/config.mk WORK_HOME=/design/flow/orfs finish
File: ./config.mk
export PLATFORM = sky130hd
export DESIGN_NAME = Deslocamento
export DESIGN_NICKNAME = Deslocamento
export VERILOG_FILES = /design/flow/design.v
export SDC_FILE = /design/flow/constraint.sdc
export NUM_CORES = 4
export LEC_CHECK = 1
export CORE_UTILIZATION = 40
File: ./constraint.sdc
current_design Deslocamento

set clk_period 10.0
set clk_io_pct 0.2

create_clock -name clk0 -period $clk_period

set non_clock_inputs [all_inputs -no_clocks]
set_input_delay [expr $clk_period * $clk_io_pct] -clock clk0 $non_clock_inputs
set_output_delay [expr $clk_period * $clk_io_pct] -clock clk0 [all_outputs]
==> impl_metrics.csv <==
group,metric,value,unit
power_and_ir_drop,power-per-cell-area,72.4,nW/µm²
sta,finalSetupViolCount,0,
yosys,syn_inst,1275,
final_layout,finalInstanceArea,11200,µm²
sta,timing.hold.ws,4.95,ns
yosys,ys_warn_count,1,
yosys,synth.cell_area,9880,µm²
route,drc_errors,0,
power_and_ir_drop,p_sw,511,µW
worst_setup_path,cp_slowest_stage_delay,1.00,ns
worst_setup_path,arrival,5.99,ns
yosys,ys_cells,1275,
placed_design,hpwl,51600,µm
status,status,"complete, no violations",
worst_setup_path,cp_num_buf_inv,3,
final_layout,syn2layout_area_growth,13.5,%
grt,gr-total-overflow,0,
clocking,cts-hold-fix-buffers,0,
yosys,common_cells,"nand2_1, mux2i_1, nor2_1, mux2_2, o21ai_0",
worst_setup_path,critical_path.max_fanout,82,
sta,fmax,125,MHz
placed_design,port_buffers,136,
worst_setup_path,cpMaxStageDelayCell,"a221oi_1",
sta,slew_viol_final,0,
yosys,yosys_area,9880,µm²
final_layout,layout-drive-gt1-share,17.7,%
grt,grt_max_degree,83,
floorplan,die_w,159,µm
flow_run,cap_violations,0,
power_and_ir_drop,p_sw_share,62.9,%
final_layout,fill_cells,2424,
floorplan,die-area,25300,µm²
sta,setup_slack,2.01,ns
yosys,synth_top_area_share,14.6,%
route,drt-total-wl,69500,µm
clocking,post_cts_resized,0,
worst_setup_path,worst_setup_path_end_kind,"output pin",
final_layout,n_clock_buffer,0,
route,avgRoutedWirePerCell,42.3,µm
sta,period_used_share,79.9,%
placed_design,dpl_cell_area,11200,µm²
sta,rsz0062_at_grt,"false",
floorplan,io_pins,136,
route,antenna_left,0,
yosys,ys_types,84,
sta,fin_crit,7.99,ns
yosys,postSynthSeqShare,0,%
grt,antenna_found_initial,5,
floorplan,die_h,159,µm
grt,grt_pass1_vias,12700,
sta,tightest_slew,1.28,ns
worst_setup_path,crit_type,"input pin to output pin",
final_layout,final-seq-area,0,µm²
sta,finalSetupTns,0,ns
route,dr.pass1.iters,9,
floorplan,fp-utilization,40.7,%
final_layout,fin_util,46.2,%
placed_design,routabilityCongestion,1.19,
floorplan,core_area,24200,µm²
route,vias,13300,
yosys,top_area_cell,"mux4_2",
power_and_ir_drop,ir_worst_vdd,0.0000641,V
yosys,syn_area_per_cell,7.75,µm²
route,drt_iter0_markers,2244,
flow_run,warnings,32,
worst_setup_path,path_delay_family,"AND-OR/OR-AND gates",
worst_setup_path,cp-start-kind,"input pin",
sta,hold_viol,0,
floorplan,num_rows,57,
placed_design,pre_cts_slack,2.24,ns
final_layout,seq_cells,0,
yosys,top_cells_by_area,"mux4_2, mux2i_1, mux2_2",
power_and_ir_drop,p_leak,3.99,nW
worst_setup_path,critPathRequiredTime,8.00,ns
final_layout,logic_area,8960,µm²
power_and_ir_drop,intPower,301,µW
route,avgViaCountPerCell,8.11,
clocking,post-cts-setup-buffers,0,
grt,grt_pass1_wl,96700,µm
grt,grt_usage,55.5,%
worst_setup_path,crit_chain,"buf_6 > buf_12 > mux2i_1 > mux2i_1 > a221oi_1 > o221ai_1 > a211oi_1 > o221ai_1 > clkdlybuf4s50_1",
hold_path,holdCritPathClass,"input pin to output pin",
sta,relSlewSlack,13.6,%
yosys,most_common_cell,"nand2_1",
## final timing paths
| check | start | endpoint | slack (ns) | cells past startpoint |
|---|---|---|---|---|
| worst min-delay path | Num[2] | Out[62] | 4.95 | 4 |
| worst max-delay path | Num[0] | Out[41] | 2.01 | 9 |
## cells in the final DEF, fill, tap and decap left out, types with 5 or more instances in the layout
master           instances
a32oi_1                 17
o22a_1                   7
a222oi_1                 7
o22ai_1                 61
o21ai_0                 73
nor3_1                  29
o211ai_1                44
or3_1                   12
nor2_1                 115
a221oi_1                18
o21ai_1                  6
buf_4                   57
a2111oi_0                6
nand3_1                 22
o221ai_1                26
a21oi_1                 46
inv_1                    6
nand2b_1                14
mux2i_1                126
a32o_1                   6
nand2_1                141
clkdlybuf4s50_1        132
diode_2                  5
a2bb2oi_1                7
a211oi_1                20
or2_2                    7
mux4_2                  64
mux2_2                  78
a22o_1                   7
a22oi_1                 36
nor2b_1                 12
and2_1                   8
o2111ai_1                5
mux4_1                  17
a31oi_1                  5
## logic make-up after synthesis
group / after synthesis / share of synthesized area (%)
mux: 290 / 41.8
compound gates: 435 / 31.1
xor+xnor: 2 / 0.177
buf+inv: 163 / 9.31
simple gates: 385 / 17.5
## final cells by class
cell class	instances	share of cell area, %
diodes	5	0.112
inverters	10	0.346
multi-input cells	1112	79.9
well taps	324	3.62
repair buffers	192	16.0
## worst min-delay path, cell delays in order
cell             delay, ns
buf_4                 0.24
o2111ai_1             0.15
o211ai_1              0.11
clkdlybuf4s50_1       0.41
## metal layers
layer  vias up  wire (µm)  global-route usage [%]
li1       5199          -                       -
met1      6205      23300                    66.5
met2      1493      26600                    74.4
met3       418      12600                    31.9
met4         8       6700                    37.4
met5         -        197                    6.25
## metrics by stage
stage          std cells  power [mW]
2_1_floorplan       1275       0.408
3_3_place_gp        1638       0.758
3_5_place_dp        1638       0.751
4_1_cts             1638       0.754
5_1_grt             1639       0.816
6_report            1643       0.812
Power is estimated from default activity; no workload was simulated.
