[/design/flow/constraint.sdc]
current_design mux_2inAlu

set clk_period 1.0
set clk_io_pct 0.2

create_clock -name clk0 -period $clk_period

set non_clock_inputs [all_inputs -no_clocks]
set_input_delay [expr $clk_period * $clk_io_pct] -clock clk0 $non_clock_inputs
set_output_delay [expr $clk_period * $clk_io_pct] -clock clk0 [all_outputs]
[/design/flow/run.sh]
#!/bin/bash
# OpenROAD 26Q1-2900-gdf79404cd8, Yosys 0.63+post, stock flow scripts
make -C /OpenROAD-flow-scripts/flow DESIGN_CONFIG=/design/flow/config.mk WORK_HOME=/design/flow/orfs finish
[/design/flow/design.v]
module mux_2inAlu
	(output logic [64-1:0] f_2in,
	input logic [64-1:0] MuxA_a,
	input logic MuxA_b,
	input logic SelMux2);
	always_comb begin
	    	case(SelMux2) 
			0: begin
				f_2in=MuxA_a;
			end 
			1: begin
				f_2in[63:1]= 63'd0;
				f_2in [0] = MuxA_b;
			end 
		endcase 
	end
endmodule
[/design/flow/config.mk]
export PLATFORM = sky130hd
export DESIGN_NAME = mux_2inAlu
export DESIGN_NICKNAME = mux_2inAlu
export VERILOG_FILES = /design/flow/design.v
export SDC_FILE = /design/flow/constraint.sdc
export NUM_CORES = 4
export LEC_CHECK = 1
export CORE_AREA = 10 10 70 70
export DIE_AREA = 0 0 80 80
==> results.txt <==
data arrival at the endpoint of the critical path: 0.76 ns
final tally of setup violations: 0
vias in the first global route: 1102
Yosys chip area: 488 um^2
die area: 0.00640 mm^2
proportion of layout cells with a drive suffix above 1: 0.371
switching share of total power: 0.283
count of placed standard cells including taps: 243
number of stages on the worst setup path: 3
total count of max-transition violations in the final report: 0
kind of start point of the critical path: primary input
Worst Hold Class: in2out
commonest cells after routing, fill and taps aside: sky130_fd_sc_hd__dlygate4sd2_1, sky130_fd_sc_hd__buf_2, sky130_fd_sc_hd__nor2b_1
count of non-filler cells in the finished layout: 244
residual DRC count: 0
largest fanout of any net on the critical path: 4
floorplan core area: 0.00342 mm^2
layout clock buffer count: 0
start-to-end type of the worst setup path: in2out
actual transition at the worst max-transition pin: 0.137 ns
logic area: 434 um^2
Fmax: 1.05 GHz
grt total ovfl: 0
Avg Inst Size Synth: 6.87 um^2
boundary pin count: 130
global-route wire length before repair: 5630 um
Top cells by area: sky130_fd_sc_hd__nor2b_1, sky130_fd_sc_hd__buf_6, sky130_fd_sc_hd__mux2_4
Die X: 80 um
flip-flops: 0
all-layer global routing usage: 0.108
initial antenna violation count: 0
tally of unique sky130hd cells used after synthesis: 3
Buffers on Ports: 130
cell count after synthesis: 71
total of max-cap violations: 0
Worst Path Required: 0.80 ns
Sequential Power Share: 0
vias per std cell: 3.71
portion of the post-synthesis area used by sequential elements: 0
die height: 80 um
total number of vias: 906
min Tclk post-route: 0.955 ns
first-pass iteration count of the detailed router: 2
outcome: completed
peak ir drop on the vdd network: 102 uV
largest area contributor in the synthesized netlist: sky130_fd_sc_hd__nor2b_1
total power divided by cell area: 299 mW/mm^2
Internal Dissipation: 310 uW
routability cong.: 0.778
initial drt markers: 3
Buf/Inv on CP: 2
leakage component of the power: 0.000837 uW
Mapped Area: 488 um^2
clock power share: 0
RSZ-0062 raised after global routing: no
crit-path max cell delay: 0.30 ns
FILL cells: 402
Layout Area Growth over Synthesis: 197%
number of logged tool warnings: 32
Largest delay share family, worst path: multiplexers
post-synth top area share: 0.808
starting density of the core: 0.143
combinational fraction of design power: 1.000
power spent charging and discharging nets: 122 uW
total cells reported by yosys after synthesis: 71
part of the cycle the worst path needs: 0.955
ANT nets after route: 0
slew margin rel.: 0.908
hpwl dp: 3400 um
Final Hold Violation Tally: 0
row count: 21
post-layout utilization of the core: 0.424
Flop area: 0 um^2
standard cell with the maximum stage delay on the critical path: sky130_fd_sc_hd__mux2_4
worst hold path depth: 3
Synth warnings: 1
kind of end point of the critical path: output port
Total Wirelength: 3620 um
maximum number of pins on one net before global-route repair: 34
cells along the critical path: buf_4 > mux2_4 > buf_6
wire length per cell: 14.8 um
-- cells in the mapped netlist --
| cell | instances |
|---|---|
| sky130_fd_sc_hd__nor2b_1 | 63 |
| sky130_fd_sc_hd__mux2_4 | 1 |
| sky130_fd_sc_hd__buf_6 | 7 |
-- metrics by stage --
stage               setup slack (ns)  setup TNS (ns)  power [uW]  hold slack [ns]  area, um^2
floorplan                      0.194               0         125            0.463         488
global placement              -0.504          -28.94         651             1.21        1810
detailed placement            -0.509          -29.25         652             1.19        1810
CTS                           0.0369               0         447            0.781        1440
global route                0.000577               0         491            0.788        1450
finish                        0.0446               0         432            0.775        1450
-- tightest hold or removal path: stages --
cell and delay [ns]:
sky130_fd_sc_hd__clkdlybuf4s15_1 0.16, sky130_fd_sc_hd__mux2_4 0.14, sky130_fd_sc_hd__buf_6 0.08
-- final timing paths --
| kind | startpoint | to | slack, ns |
|---|---|---|---|
| worst min-delay path | MuxA_a[0] | f_2in[0] | 0.78 |
| worst max-delay path | SelMux2 | f_2in[0] | 0.04 |
-- layer usage --
metal / global-route usage / routed length (um)
met1: 0.105 / 1190
met2: 0.175 / 1650
met3: 0.0966 / 773
met4: 0.00704 / 0
met5: 0 / 0
-- kinds of logic (layout without fill, tap and decap cells) --
| logic type | count (synthesis) | in the layout | share of synthesized area |
|---|---|---|---|
| muxes | 1 | 1 | 0.0308 |
| other | 0 | 1 | 0 |
| and+or+nand+nor | 63 | 63 | 0.808 |
| buffers and inverters | 7 | 133 | 0.162 |
-- power by group through the flow --
stage	Combinational, uW	Sequential [uW]	Clock [uW]
5_1_grt	491	0	0
4_1_cts	447	0	0
6_report	432	0	0.000134
-- final cells by class --
cell class / count / area share
diodes: 1 / 0.00173
multi-input cells: 64 / 0.300
well taps: 46 / 0.0398
repair buffers: 133 / 0.659
-- repair_timing --
action                     in CTS  in global routing
hold buffers                    0                  0
setup endpoints to repair      64                  1
setup buffers                   0                  0
gates resized                 273                  1
Power figures rest on the tool's default switching activity, not on a simulated workload.
