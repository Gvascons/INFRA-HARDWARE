==> design.v <==
module mux_2in
	(output logic [64-1:0] f_2in,
	input logic [64-1:0] MuxA_a,MuxA_b,
	input logic SelMux2);
	always_comb begin
	    	case(SelMux2) 
			0: begin
				f_2in=MuxA_a;
			end 
			1: begin
				f_2in=MuxA_b;
			end 
		endcase 
	end
endmodule
==> run.sh <==
#!/bin/bash
# OpenROAD 26Q1-2900-gdf79404cd8, Yosys 0.63+post, stock flow scripts
make -C /OpenROAD-flow-scripts/flow DESIGN_CONFIG=/design/flow/config.mk WORK_HOME=/design/flow/orfs finish
==> config.mk <==
export PLATFORM = sky130hd
export DESIGN_NAME = mux_2in
export DESIGN_NICKNAME = mux_2in
export VERILOG_FILES = /design/flow/design.v
export SDC_FILE = /design/flow/constraint.sdc
export NUM_CORES = 4
export LEC_CHECK = 1
export CORE_AREA = 10 10 83 83
export DIE_AREA = 0 0 93 93
==> constraint.sdc <==
current_design mux_2in

set clk_period 1.0
set clk_io_pct 0.2

create_clock -name clk0 -period $clk_period

set non_clock_inputs [all_inputs -no_clocks]
set_input_delay [expr $clk_period * $clk_io_pct] -clock clk0 $non_clock_inputs
set_output_delay [expr $clk_period * $clk_io_pct] -clock clk0 [all_outputs]
==> results.cfg <==
; yosys + openroad results
[worst_hold_path]
hold_end = f_2in[1]
hp-class = input port to primary output
hp-start = SelMux2
hold_path_depth = 3

[drt]
vias_per_cell = 4.06
vias = 1394
drtPass1Iterations = 3
drt_iter0_drc = 11
wl_um = 6980
drc = 0
postRouteAntennaNets = 0
avgRoutedWirePerCell_um = 20.3

[worst_setup_path]
criticalPathCategory = input port to primary output
cp_max_fo = 5
setup.worst_path.start = SelMux2
crit_chain = clkbuf_16 -> buf_12 -> mux2_4 -> buf_6
worstPathArrival_ps = 900
slowest_delay_ps = 300
cp.required_ps = 800
crit_buf_inv = 3
cpMaxStageDelayCell = mux2_4
worst_setup_path_end_kind = primary output
crit_family = buffers and inverters
cp-start-kind = input port

[yosys]
syn_area_mm2 = 0.00108
yosysSeqAreaShare_pct = 0
yosysChipArea_mm2 = 0.00108
synth_warnings = 1
syn_avg_cell_area_um2 = 15.2
synth_cell_types = 4
yosys_cells = 71
synthesis.instances = 71

[final_timing]
timing.setup.tns_ps = -4940
slew_viol_final = 0
fin_ws_ps = -101
setup_violations = 63
timing.final.crit_share_pct = 110
fin_crit_ps = 1100
worst_slew_pin_slew_ps = 101
maxSlewHeadroom_pct = 93.3
final_hold_viol_count = 0
grt_setup_unrepaired = true
fmax_mhz = 908

[grt]
track_usage_pct = 14.7
grt_pass1_vias = 1558
antenna_found_initial = 1
grt_overflow_total = 0
grt_max_degree = 10
grt_pass1_wl_um = 9820

[final_layout]
layout-drive-gt1-share_pct = 52.9
clkbuf_count = 0
logic_area_um2 = 961
fin_cells = 343
syn_to_final_growth_pct = 192
nFillCells = 506
ff_count = 0
seqCellArea_um2 = 0

[die]
core_mm2 = 0.00514
die_x_um = 93
fp_util_pct = 21.0
ios = 193
die_h_um = 93
fp.dieArea_mm2 = 0.00865
num_rows = 26

[run]
cap_violations = 0
tool_warnings = 35

[placement]
gp_congestion = 0.813
port_buffers = 193
hpwl_um = 6110
dp.cells = 333

[power_and_ir_drop]
leakagePower_nw = 1.72
vdd_ir_drop_max_mv = 0.188
cellPowerDensity_mw_per_mm2 = 407

[clock_tree]
ctsHoldBuffers = 0

[outcome]
status = finished, violations left
violations = setup timing
[repair_timing]
action,4_1_cts,5_1_grt
cloned,6,2
gates resized,403,5
hold endpoints to repair,0,0
endpoints found under the setup margin,64,63
setup buffers,1,0
[synthesized netlist by cell type (all sizes together)]
master	count	area share, %
buf	7	12
mux2	64	88
[power breakdown]
| part | internal (mW) | total [mW] | leakage (nW) | switching [mW] |
|---|---|---|---|---|
| clock | 0.000000134 | 0.000000134 | 0.00000634 | 0 |
| sequential | 0 | 0 | 0 | 0 |
| combinational | 0.975 | 1.28 | 1.72 | 0.304 |
[kinds of logic after synthesis]
logic type / synth area share, %
multiplexers: 87.8
buffers and inverters: 12.2
[layout by cell type, fill, tap and decap left out]
cell	n
buf_12	4
buf_16	7
buf_2	18
buf_6	48
buf_8	1
clkbuf_16	2
clkdlybuf4s15_1	2
diode_2	1
dlygate4sd2_1	126
mux2_4	64
[how the worst max path moves through the flow]
stage,to,slack (ps),cells past startpoint
after CTS,f_2in[34],-120,4
after global routing,f_2in[27],-120,4
final,f_2in[27],-100,4
[area by class of cell]
type | count | area share, %
Antenna cell | 1 | 0.0796
Tap cell | 70 | 2.79
Multi-Input combinational cell | 64 | 30.6
Timing Repair Buffer | 208 | 66.6
[through the flow]
| step | worst slack, ps | power (mW) | hold slack [ps] | area [um^2] | util, % |
|---|---|---|---|---|---|
| 6_report | -101 | 1.28 | 750 | 3140 | 61.1 |
| 5_1_grt | -115 | 1.36 | 761 | 3140 | 61.1 |
| 4_1_cts | -125 | 1.26 | 750 | 3060 | 59.6 |
| 3_5_place_dp | -547 | 1.34 | 1200 | 3030 | 59.0 |
| 3_3_place_gp | -551 | 1.34 | 1200 | 3030 | 59.0 |
| 2_1_floorplan | 2.55 | 0.408 | 498 | 1080 | - |
[layer usage]
layer	track usage (%)	routed length (um)	vias to the layer above
met5	0	0	-
met4	1.03	60	0
met3	6.87	775	4
met2	29.1	3940	77
met1	13.9	2200	630
li1	-	-	683
Power figures rest on the tool's default switching activity, not on a simulated workload.
