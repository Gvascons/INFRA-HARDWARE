`flow/config.mk`:
```
export PLATFORM = sky130hd
export DESIGN_NAME = mux8_in
export DESIGN_NICKNAME = mux8_in
export VERILOG_FILES = /design/flow/design.v
export SDC_FILE = /design/flow/constraint.sdc
export NUM_CORES = 4
export LEC_CHECK = 1
export CORE_AREA = 10 10 228 228
export DIE_AREA = 0 0 238 238
```
`flow/constraint.sdc`:
```
current_design mux8_in

set clk_period 14.2
set clk_io_pct 0.2

create_clock -name clk0 -period $clk_period

set non_clock_inputs [all_inputs -no_clocks]
set_input_delay [expr $clk_period * $clk_io_pct] -clock clk0 $non_clock_inputs
set_output_delay [expr $clk_period * $clk_io_pct] -clock clk0 [all_outputs]
```
`flow/design.v`:
```
module mux8_in
	(output logic [64-1:0] f_8in,
	input logic [64-1:0] MuxB_a,MuxB_b,MuxB_c,MuxB_d,MuxB_e,MuxB_f, MuxB_g,MuxB_h,
	input logic [2:0]SelMux8);
always_comb
begin
    	case(SelMux8) 
		0: begin
		f_8in=MuxB_a;
		end 
		1: begin
		f_8in=MuxB_b;
		end 
		2: begin
		f_8in=MuxB_c;
		end 
		3: begin
 		f_8in=MuxB_d;
		end 
		4: begin 
		f_8in= MuxB_e;
		end
		5: begin 
		f_8in= MuxB_f;
		end
		6: begin 
		f_8in= MuxB_g;
		end
		7: begin 
		f_8in= MuxB_h;
		end
	endcase 
end
endmodule
```
`flow/run.sh`:
```
#!/bin/bash
# OpenROAD 26Q1-2900-gdf79404cd8, Yosys 0.63+post, stock flow scripts
make -C /OpenROAD-flow-scripts/flow DESIGN_CONFIG=/design/flow/config.mk WORK_HOME=/design/flow/orfs finish
```
==> results.txt <==
Final instance area - 10600 sq um
Most frequent logic cell in the layout - clkdlybuf4s50_1
Log Warnings - 32
Layout cell share with drive strength beyond 1 - 11.1%
PD cells - 30.1 nW/um^2
CP endpoint kind - output port
I/O Buffers - 579
Row Count - 79
Crit path DAT - 5890 ps
Status - finished clean
WL per Instance - 21.2 um
Yosys Chip Area - 4350 sq um
Hold Path Cell Cnt - 4
Hold Buf Count CTS - 0
Die height - 238 um
DIE WIDTH - 238 um
Final wirelength - 36600 um
Post-layout util - 22.7%
Critical Path Source Type - input pin
# Cells Yosys - 605
First DRT Iteration DRCs - 403
Routed Antenna Nets - 0
Setup crit start - SelMux8[0]
Routed via count divided by cell count - 4.18
Maxcap violations - 0
Setup ws final - 5470 ps
Slew Limit Headroom - 45.5%
First-pass GRT wire length - 51400 um
Core Area - 46800 sq um
Crit path to - f_8in[9]
Post-DP HPWL - 30900 um
Synth Seq Share - 0%
VDD IR max - 0.0168 mV
Initial antenna violation count - 2
Vias post-DR - 7223
Vias in the first global route - 7815
Post-layout period usage of the worst path - 61.4%
Post_cts resized - 0
Crit path time final - 8730 ps
Die ar. - 56600 sq um
RSZ-0062 raised after global routing - no
Fmax - 0.115 GHz
Placed inst area - 10600 sq um
Post-Syn Area - 4350 sq um
Most frequent cells in the layout - clkdlybuf4s50_1, a22oi_1, nand2b_1
Final setup viols - 0
Remaining routing DRC violations - 0
Critical path class - input pin to output port
Psw - 0.103 mW
Synthesis warning total - 1
Sw frac - 32.2%
Pint - 0.217 mW
Hold WC Path Type - input pin to output port
Worst path required time - 11360 ps
Starting Density - 9.31%
Sum Neg Setup Slack - 0 ps
Final Hold Vio Count - 0
Gr ovfl total - 0
Final max-slew violation count - 0
Drt pass-1 iters - 5
Routability cong. - 0.992
Overall Global Routing Usage - 12.0%
Seq Cell Count - 0
CLK BUF - 0
Static Leakage - 3.68 nW
Placed cell count - 1726
Mapped Cells - 605
Postcts setup bufs - 0
Largest net degree at the start of global routing - 65
Total area of sequential cells - 0 sq um
Area Overhead vs Synth - 144%
Place WS - 5320 ps
# IOs - 579
Worst Max-Slew Pin Slew - 816 ps
Worst-path fanout max - 35
Post-route insts no fill - 1727
Library cells used by synthesis - 31
Syn_area_per_cell - 7.20 sq um
## power by group through the flow
stage | registers [mW] | logic, mW | clock network, mW
5_1_grt | 0 | 0.342 | 0
4_1_cts | 0 | 0.322 | 0
## kinds of logic (layout without fill, tap and decap cells)
family | count (synthesis) | in the layout | synth area share (%)
AND-OR/OR-AND | 297 | 297 | 53.8
AND/OR/NAND/NOR | 138 | 138 | 16.3
buffers and inverters | 96 | 610 | 10.8
multiplexers | 74 | 74 | 19.1
other | 0 | 1 | 0
## synthesized netlist by cell type, drive strengths merged, types with 3 or more instances
library cell,instances,area share [%]
mux2i,20,4.6
a21bo,50,11
o22ai,3,0.43
nor2,54,4.9
o211ai,50,8.6
o2bb2ai,8,1.6
a221oi,11,2.2
or2b,3,0.52
nand2b,59,8.5
o32ai,8,1.6
buf,53,7.1
inv,19,1.6
a22oi,103,18
clkbuf,24,2.1
a31oi,51,7.3
mux2,52,13
nand2,16,1.4
o22a,3,0.60
o32a,8,1.8
## through the flow
step	power (mW)	hold slack (ps)
after detailed placement	0.320	6570
after global routing	0.342	6600
after floorplan	0.0987	5760
final	0.319	6550
after global placement	0.321	6560
after CTS	0.322	6570
## metal layers
layer / global-route usage [%] / wire length (um) / vias up
met3: 4.19 / 3970 / 49
met1: 13.6 / 13800 / 3305
met5: 0 / 13 / -
met4: 3.42 / 1130 / 2
li1: - / - / 3410
met2: 20.9 / 17700 / 457
## worst max-delay path, stage by stage
cell,delay [ps]
buf_4,230
buf_4,320
and3b_2,590
buf_4,540
a22oi_1,180
a31oi_1,480
clkdlybuf4s50_1,600
## worst min path at each step
| stage | startpoint | end | slack (ps) |
|---|---|---|---|
| 6_report | SelMux8[0] | f_8in[30] | 6550 |
| 5_1_grt | SelMux8[0] | f_8in[30] | 6600 |
| 4_1_cts | SelMux8[0] | f_8in[30] | 6570 |
## area by class of cell
| cell class | instances | area [sq um] |
|---|---|---|
| Antenna cell | 1 | 2.50 |
| Fill cell | 5151 | 36100 |
| Inverter | 19 | 71.3 |
| Multi-Input combinational cell | 509 | 3900 |
| Tap cell | 607 | 759 |
| Timing Repair Buffer | 591 | 5880 |
No activity file was given, so power comes from the tool's default toggle rates.
